--- flow/config.mk ---
export PLATFORM = sky130hd
export DESIGN_NAME = neuron_5in
export DESIGN_NICKNAME = neuron_5in
export VERILOG_FILES = /design/flow/design.v
export SDC_FILE = /design/flow/constraint.sdc
export NUM_CORES = 4
export LEC_CHECK = 1
export CORE_UTILIZATION = 30
--- flow/constraint.sdc ---
current_design neuron_5in

set clk_period 11.0
set clk_io_pct 0.2

create_clock -name clk0 -period $clk_period [get_ports {i_clk}]
create_clock -name clk1 -period $clk_period [get_ports {i_event}]

set non_clock_inputs [all_inputs -no_clocks]
set_input_delay [expr $clk_period * $clk_io_pct] -clock clk0 $non_clock_inputs
set_output_delay [expr $clk_period * $clk_io_pct] -clock clk0 [all_outputs]
--- flow/design.v ---
module adder_5in
#(
parameter p_width= 16)
(
input  [p_width-1:0] i_a01,
input  [p_width-1:0] i_a02,
input  [p_width-1:0] i_a03,
input  [p_width-1:0] i_a04,
input  [p_width-1:0] i_a05,
output [p_width+2:0] o_s 
);
wire [p_width-1:0]  w_p0;
wire [p_width-1:0]  w_p1;
wire [p_width-1:0]  w_h0;
wire [p_width-1:0]  w_h1;
wire [p_width-1:0]  w_h2;
wire [p_width-1:0]  w_h3;
wire [p_width-1:0]  w_g0;
wire [p_width-1:0]  w_g1;
wire [p_width-1:0]  w_s;
wire [p_width-1:0]  w_c1;
wire [p_width-1:0]  w_c2;
assign w_s = w_p0^w_p1^i_a05;
assign w_p0 = i_a01^i_a02;
assign w_p1 = i_a03^i_a04;
assign w_g0 = i_a01&i_a02;
assign w_g1 = i_a03&i_a04;
assign w_h0 = i_a01 & i_a05;
assign w_h1 = i_a02 & i_a05;
assign w_h2 = i_a03 & i_a05;
assign w_h3 = i_a04 & i_a05;
assign w_c1 = (w_g0^w_g1^w_h0)^(w_h1^w_h2)^((w_p0&w_p1)^w_h3);
assign w_c2 = ((w_g0&w_g1) | (w_g0&w_h2)) | (w_g0&w_h3) | ((w_g1&w_h0) | (w_g1&w_h1));
assign o_s = {1'b0, w_c2, 2'b00} + {2'b0, w_c1, 1'b0} + {3'b00, w_s};
endmodule
module flipflop 
( 
input   i_d,
input   i_clk,
input   i_clr,
output  o_q,
output  o_qb
);
wire   w_reset;
assign w_reset = ~i_clr;
reg     r_q;
assign  o_q  = r_q;
assign  o_qb = (i_clr == 1'b1)? 1'b1:~r_q;
always @(posedge i_clk or negedge w_reset)
begin
if(!w_reset)
  r_q <= 1'b0;
else 
  r_q <= i_d;
end
endmodule
module neuron_5in 
#(
parameter p_width = 8,
parameter p_shift = 8)
(
input   [5:1]                  i_event,
input                          i_rst_n,
input                          i_clk,
input   [5*p_width-1:0]        i_weight,
input   [p_width+p_shift+2:0] i_threshold,
output  [5:1]                  o_sync,
output  [p_width+p_shift+2:0] o_neuronout,
output  [p_width+p_shift+2:0] o_s
);
genvar i;
localparam p_adder_width = p_width+p_shift;
wire [p_adder_width-1:0] w_a[5:1];
wire [p_width-1:0] w_weight[5:1];
assign o_neuronout = (o_s> i_threshold) ? o_s:{(p_width+p_shift+3){1'b0}}; 
generate
for(i = 1; i<=5; i= i+1)
  begin:gen_weigths
    assign w_weight[i] = i_weight[i*p_width-1:(i-1)*p_width];
  end
for(i = 1; i<=5; i= i+1)
  begin:gen_synapse_i
	synapse 
	#(
	.p_width(p_width),
	.p_shift(p_shift) ) u_synapse_i
	(
	.i_event(i_event[i]),
	.i_rst_n(i_rst_n),
	.i_clk(i_clk),
	.i_weight(w_weight[i]),
	.o_sync(o_sync[i]),
	.o_do(w_a[i])
	);
  end
endgenerate
adder_5in
#(.p_width(p_adder_width)) u_adder_5
(
.i_a01(w_a[1]),
.i_a02(w_a[2]),
.i_a03(w_a[3]),
.i_a04(w_a[4]),
.i_a05(w_a[5]),
.o_s(o_s)
);
endmodule
module synapse 
#(
parameter p_width = 8,
parameter p_shift = 8)
(
input                           i_event,
input                           i_rst_n,
input                           i_clk,
input   [p_width-1:0]           i_weight,
output                          o_sync,
output  [p_width+p_shift-1:0]  o_do
);
wire   w_clr;
wire   w_sync;
assign o_sync = w_sync;
synchronizer u_sync
(
.i_event(i_event),
.i_clk(i_clk),
.i_clr(w_clr),
.o_syncout(w_sync)
);
wlif
#(.p_width(p_width),
  .p_nbit(p_shift)) u_lif
(
.i_event(w_sync),
.i_rst_n(i_rst_n),
.i_clk(i_clk),
.i_weight(i_weight),
.o_clr(w_clr),
.o_do(o_do)
);
endmodule
module synchronizer
(
input                 i_event,
input                 i_clk,
input                 i_clr,
output                o_syncout
);
wire w_q1;
wire w_syncout;
assign  o_syncout = w_syncout;
flipflop ff1
( 
	.i_d(1'b1),
	.i_clk(i_event),
	.i_clr(i_clr),
	.o_q(w_q1),
	.o_qb()
);
flipflop ff2
( 
	.i_d(w_q1),
	.i_clk(i_clk),
	.i_clr(i_clr),
	.o_q(w_syncout),
	.o_qb()
);
endmodule 
module wlif
#(
parameter p_width = 8,
parameter p_nbit = 8)
(
input                        i_event,
input                        i_rst_n,
input                        i_clk,
input   [p_width-1:0]        i_weight,
output                       o_clr,
output  [p_width+p_nbit-1:0] o_do
);
wire [p_width + p_nbit - 1:0]  w_shifted_weight;
reg  [p_width + p_nbit-1:0]    r_mul_counter;
reg                            r_state;
assign w_shifted_weight = {i_weight, {(p_nbit){1'b0}}};
always @(posedge i_clk or negedge i_rst_n) 
begin 
  if(!i_rst_n)	
      r_mul_counter <= 0;	  
  else 
     case(i_event)
	    1:begin
            r_mul_counter <= w_shifted_weight; 
          end
       0:begin
			if(r_mul_counter > i_weight)
			   r_mul_counter <= r_mul_counter - i_weight;
			else 
			   r_mul_counter <= 0;
          end
      endcase		  
end
always @(posedge i_clk or negedge i_rst_n) 
begin 
  if(!i_rst_n)	  
	r_state <= 1'b0;
  else
    case(r_state)
	 0:begin
		 r_state <= 1'b1;	 
	   end
	 1:begin
         if(i_event) 
		    r_state <= 1'b0;	 
	   end	   		   
	endcase   
end
assign o_clr = ~r_state;
assign o_do  = r_mul_counter[p_width+p_nbit-1:0];
endmodule 
--- flow/run.sh ---
#!/bin/bash
# OpenROAD 26Q1-2900-gdf79404cd8, Yosys 0.63+post, stock flow scripts
make -C /OpenROAD-flow-scripts/flow DESIGN_CONFIG=/design/flow/config.mk WORK_HOME=/design/flow/orfs finish
==> changes_impl.md <==
### Implementation results

* DP Worst Slack at approximately 2900 ps
* Seq cells post-synth at about 95
* Fin Setup TNS at 0 ps
* CTS H-Tree Depth at 3
* Final ANT Viol Nets at 0
* Vias in the first global route at about 7,900
* Pins Over Slew Limit at 0
* # setup viols final at 0
* CP bufs+invs at 2
* Sequential Area at 0.00238 mm2
* Smallest hold slack at ~31 ps
* First-pass GRT wire length at 42.0 mm
* MUX share of area at less than 1%
* Combinational gate area at between 0.006 and 0.007 mm2
* Cell mode on critical path: ha_1
* Area grow syn2layout at 18.6%
* Netlist cell types at a little under 60
* Post-Synth AOI/OAI Area at between 10% and 20%
* Comb area leader: adder cells
* Yosys cell count at 1,141
* Port bufs at between 100 and 150
* DIE AREA at between 0.03 and 0.04 mm2
* Critical path class: reg -> out
* Cell Rows at between 60 and 70
* Die span in x at about 180 um
* Drt drc at 0
* Vias/cell at about 5.0
* Status: complete, no violations
* Slowest cell on the critical path: fa_1
* Finished Cell Area at 0.0115 mm2
* Vias at 8,176
* Yosys simple share at ~16%
* Tightest Hold Check Type: reg -> async
* Post-CTS Setup Inserts at 0
* Area contributors post-synth: dfrtp_1 24%, ha_1 18%, xnor2_1 9.2%, xor2_1 5.4%, o21ai_0 4.8%
* FFs w/ async S/R, synth at 100%
* CORE AREA at around 0.032 mm2
* Most common library cells after synthesis: 141 x ha_1, 109 x nand2_1, 103 x inv_1, 102 x xnor2_1, 98 x nor2_1
* EDFF count, synth at 0
* Critical path, cell by cell: ha_1 > ha_1 > xor2_1 > xnor2_1 > fa_1 > ha_1 > fa_1 > a211oi_1 > o21a_1 > or3_1 > o21bai_1 > a221o_1 > ha_1 > nand3_1 > or3_1 > a21oi_1 > o21ai_1 > buf_4 > a211oi_1 > clkdlybuf4s50_1
* Arrival time of the worst setup path at ~6300 ps
* CTS Buf Count at 9
* Clock Path Buffers at 2
* Register share after synthesis at 24.4%
* CTS tree: yes
* Post-layout worst setup margin at 2520 ps
* Initial DRC count at 332
* Cell area after synthesis at just under 0.01 mm2
* Final wirelength at around 26 mm
* GRT Total Usage at roughly 16%
* Crit end category: output pin
* Crit Path Max Fanout at 15
* DP HPWL at roughly 21 mm
* Setup Skew at between 10 and 15 ps
* Max incr delay on CP at about 530 ps
* Mean Syn Cell Area at between 8 and 9 um2
* Crit-path leading delay family: adder cells
* Top cell area share at 24.4%
* Most instantiated library cell after synthesis: ha_1
* ANT cells at 0
* Clock-pin slew on the worst setup and hold paths at ~60 ps
* Leading area contributor after synthesis: dfrtp_1
* Pin count of the biggest net entering global routing at 46
* Share of layout cells above drive strength 1 at between 2 and 3%
* Yosys chip area at around 0.01 mm2
* Fill count at 3,245
* Yosys warning count at 3
* Unrepaired setup endpoints after global routing: no
* GPL Wtd Cong at approximately 0.94
* Max-cap viol count at 0
* Height of the die at around 180 um
* Drt wl/cell at between 15 and 20 um
* XOR/XNOR Fraction of Synth Area at between 10% and 20%
* Placed inst area at approximately 0.011 mm2
* DR pass1 iterations at 5
* I/O pins at approximately 110
* Slew headroom at a little under half
* Fp_density at 30.7%
* Least-Margin Pin Slew at slightly above 800 ps
* Ys flop type: dfrtp_1
* Initial antenna violation count at 0
* Clock root cell: clkbuf_16
* CP Data Required Time at 8800 ps
* Tool Warnings at 31
* Grt ovf at 0
* Startpoint Class: flip-flop
* Cells after synthesis at roughly 1,100
* Hold Vio Cnt, Final at 0
* Adder Share, Synth at between 20% and 30%
==> state kept, by name, indices dropped and copies added, names as in the netlist <==
| signal | flops |
|---|---|
| gen_synapse_i.u_synapse_i.u_lif.r_state | 5 |
| gen_synapse_i.u_synapse_i.u_lif.r_mul_counter | 80 |
| gen_synapse_i.u_synapse_i.u_sync.ff2.r_q | 5 |
| gen_synapse_i.u_synapse_i.u_sync.ff1.r_q | 5 |
==> cell usage in the layout (no fill, tap or decap), types with 4 or more instances in the layout <==
cell / instances
xnor2_1: 102
nor4_1: 10
clkdlybuf4s50_1: 102
nand2_1: 109
dfrtp_1: 95
or3_1: 9
o211a_1: 8
a21oi_1: 39
o31ai_1: 6
or2_2: 5
and3_1: 6
xor2_1: 60
clkbuf_16: 9
nor2_1: 98
o22ai_1: 6
nand4_1: 4
o21a_1: 19
o21bai_1: 5
nor3b_1: 5
fa_1: 20
o41ai_1: 7
nand2b_1: 8
nor2b_1: 15
conb_1: 5
buf_4: 4
o21ai_0: 92
a221oi_1: 4
a211oi_1: 17
or4_1: 8
o31a_1: 6
dlygate4sd3_1: 5
nand3_1: 16
nor3_1: 29
inv_1: 103
a21o_1: 25
ha_1: 141
==> timing repair <==
action,CTS,global route
hold buffers,5,0
hold endpoints to repair,5,0
endpoints found under the setup margin,0,0
resized,0,0
==> layer usage <==
| metal | GRT usage (%) | up-vias | wire length (um) |
|---|---|---|---|
| li1 | - | 4172 | - |
| met1 | 24.2 | 3795 | 12700 |
| met2 | 25.8 | 183 | 11400 |
| met3 | 3.15 | 26 | 1400 |
| met4 | 2.62 | 0 | 504 |
| met5 | 0 | - | 0 |
==> metrics by stage <==
| step | utilization [%] | cells |
|---|---|---|
| finish | 36.4 | 1646 |
| global route | 36.4 | 1646 |
| CTS | 36.4 | 1646 |
| detailed placement | 35.2 | 1626 |
| global placement | 35.2 | 1626 |
| floorplan | - | 1145 |
==> final cells by class <==
cell class / instances / area share (%)
Clock buffer: 9 / 1.95
Tap cell: 402 / 4.36
Sequential cell: 95 / 20.6
Multi-Input combinational cell: 920 / 59.2
Inverter: 103 / 3.35
Clock inverter: 6 / 0.987
Timing Repair Buffer: 111 / 9.54
==> kinds of logic (layout without fill, tap and decap cells) <==
kind of cell,after synthesis,count (layout)
xor+xnor,162,162
compound gates,258,258
flops,95,95
simple gates,331,331
fa+ha+maj,161,161
buf+inv,130,229
mux,3,3
other cells,1,5
==> final timing paths <==
path	to	startpoint	cells after the start	slack (ps)
worst max-delay path	o_neuronout[6]	flip-flop	20	2520
worst min-delay path	gen_synapse_i[3].u_synapse_i.u_sync.ff2.r_q	gen_synapse_i[3].u_synapse_i.u_lif.r_state	0	30
worst max register to register	flip-flop	flip-flop	10	7700
worst min register to register	gen_synapse_i[3].u_synapse_i.u_sync.ff2.r_q	gen_synapse_i[3].u_synapse_i.u_lif.r_state	0	30
max in group asynchronous	gen_synapse_i[3].u_synapse_i.u_lif.r_state	i_rst_n	2	8100
min in group clk0	gen_synapse_i[4].u_synapse_i.u_lif.r_state	gen_synapse_i[4].u_synapse_i.u_lif.r_state	1	480
